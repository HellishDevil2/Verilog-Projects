--- design/flow/config.mk ---
export PLATFORM = sky130hd
export DESIGN_NAME = top_module
export DESIGN_NICKNAME = top_module
export VERILOG_FILES = /design/flow/design.v
export SDC_FILE = /design/flow/constraint.sdc
export NUM_CORES = 4
export LEC_CHECK = 1
export CORE_AREA = 10 10 94 94
export DIE_AREA = 0 0 104 104
--- design/flow/constraint.sdc ---
current_design top_module

set clk_period 2.6
set clk_io_pct 0.2

create_clock -name clk0 -period $clk_period [get_ports {clk}]

set non_clock_inputs [all_inputs -no_clocks]
set_input_delay [expr $clk_period * $clk_io_pct] -clock clk0 $non_clock_inputs
set_output_delay [expr $clk_period * $clk_io_pct] -clock clk0 [all_outputs]
--- design/flow/design.v ---
module top_module(
    input clk,
    input reset,
    input ena,
    output pm,
    output [7:0] hh,
    output [7:0] mm,
    output [7:0] ss); 
    wire[7:0] hh_24;
    mod_60 second_hand(clk,reset,ena,ss);
    wire minute = ena&(ss==8'd89);
    mod_60 minute_hand(clk,reset,minute,mm);
    wire hour = ena&(mm==8'd89)&(ss==8'd89);
    mod_24 hour_hand(clk,reset,hour,hh_24);
    reg [8:0] result;
    always@(*) begin
        if(hh_24==0) begin
            hh = 8'b00010010;
            pm = 0;
        end
        else if(hh_24[7:4]==4'd1&(hh_24[3:0]>4'd2)) begin
            hh[7:4] = 0;
            hh[3:0] = hh_24[3:0] - 4'd2;
            pm = 1;
        end
        else if(hh_24[7:4]==4'd2) begin
            hh[7:4] = (hh_24[3:0] + 4'd8)/4'd10;
            hh[3:0] = (hh_24[3:0] + 4'd8)%4'd10;
            pm = 1;
        end
        else if(hh_24==8'd18) begin
            hh = hh_24;
            pm = 1;
        end
        else begin
            hh = hh_24;
            pm = 0;
        end
    end
endmodule
module mod_60(input clk,input reset,input ena,output[7:0] ss);
    always@(posedge clk) begin
        if(reset) begin
           ss<=0;
        end
        else if(!ena) begin
            ss<=ss;
        end
        else if(ss==8'd89) begin
            ss<=0;
        end
        else if(ss[3:0]==4'd9) begin
            ss[7:4] <= ss[7:4] + 4'd1;
            ss[3:0] <= 0;
        end
        else begin
            ss[3:0] <= ss[3:0]+4'd1;
        end
    end
endmodule
module mod_24(input clk,input reset,input ena,output[7:0] hh);
    always@(posedge clk) begin
        if(reset) begin
            hh <= 0;
        end
        else if(!ena) begin
            hh <= hh;
        end
        else if(hh==8'd35) begin
            hh <= 0;
        end
        else if(hh[3:0]==4'd9) begin
            hh[7:4] <= hh[7:4] + 4'd1;
            hh[3:0] <= 0;
        end
        else begin
            hh[3:0] <= hh[3:0]+4'd1;
        end
    end
endmodule
--- design/flow/run.sh ---
#!/bin/bash
# OpenROAD 26Q1-2900-gdf79404cd8, Yosys 0.63+post, stock flow scripts
make -C /OpenROAD-flow-scripts/flow DESIGN_CONFIG=/design/flow/config.mk WORK_HOME=/design/flow/orfs finish
==> impl_metrics.ini <==
; yosys + openroad results
[global_routing]
grt_pass1_wl_um = 6100
grt_use_total_pct = 6.38
grt-ovfl-total = 0
antenna_found_initial = 0
grt_pass1_vias = 1289
grt_max_degree = 20

[final_timing]
post-route-period-util_pct = 95.0
final-setup-viol-count = 0
finalHoldViolCount = 0
setup-tns-final_ns = 0
rsz0062_at_grt = false
period_needed_ns = 2.47
max_slew_margin_pct = 77.8
skew_ns = 0.00844
worst_slew_pin_slew_ns = 0.324
slew_viol_final = 0
timing.fmax_mhz = 405

[yosys]
async_flop_share_pct = 0
synth_flop_count = 24
avgSynthCellArea_um2 = 8.37
syn_inst = 190
ys.flop_type = dfxtp_1
ys_seq_share_pct = 30.2
syn_area_um2 = 1590
synth_warnings = 27
edf_count = 0
synth_cell_type_count = 43
yosys_area_um2 = 1590
ys_cells = 190

[run]
maxCapViolations = 0
warnings = 33

[floorplanning]
rows = 30
die_x_um = 104
floorplan.core_util_pct = 23.3
die_area_um2 = 10800
ios = 28
die_y_um = 104
fp.coreArea_um2 = 6830

[clocking]
clk_path_buf_depth = 2
clkTransAtPathRegs_ns = 0.09
clkLatencyLatePin_ns = 0.27
root_buffer = clkbuf_8
cts_tree = done
clock_sinks = 24
cts_made_buffers = 3
htreeDepth = 1
hold_buffers = 0

[worst_setup_path]
r2r_slack_ns = 0.81
cp_max_fo = 6
cp.arrival_ns = 1.95
cp-start-kind = flip-flop
cp.required_ns = 2.08
critPathKind = flip-flop to output port
cp-end-kind = output port

[cells_and_area]
most-common-layout-cells = clkdlybuf4s50_1, dfxtp_1, nor2_1
syn2layout_area_growth_pct = 30.2
fillCellCount = 738
drive_above_1_share_pct = 13.4
layout_top_cell = clkdlybuf4s50_1
final_area_um2 = 2070

[detailed_routing]
post_drt_wl_per_cell_um = 11.3
drtPass1Iterations = 4
drt_iter0_markers = 19
viasPerCell = 4.51
diodes = 0
postRouteAntennaNets = 0
finalWirelength_um = 3530
vias = 1408
drc = 0

[placed_design]
hpwl_um = 2600
gp_congestion = 0.861
port_buffers = 27
dpl_cell_area_um2 = 1930

[run_status]
status = complete, no violations

[pwr]
power-per-cell-area_nw_per_um2 = 349
p_leak_nw = 0.768
p_total_mw = 0.723
peakVddDrop_uv = 333

[worst_hold_path]
hp-class = flip-flop to flip-flop
-- cell type report --
cell class / instances / area (um2) / share of cell area, %
multi-input cells: 142 / 1010 / 48.8
repair buffers: 36 / 343 / 16.6
clock buffers: 3 / 41.3 / 1.99
clock inverters: 1 / 30.0 / 1.45
well taps: 96 / 120 / 5.80
flip-flops and latches: 24 / 489 / 23.6
inverters: 10 / 37.5 / 1.81
-- Yosys cell counts, types with 2 or more instances --
cell / count / share of area [%]
a21oi_1: 18 / 5.7
a22oi_1: 2 / 0.94
and3_1: 2 / 0.79
and3b_1: 5 / 2.8
and4_1: 2 / 1.1
buf_2: 4 / 1.3
buf_6: 3 / 2.1
clkbuf_1: 6 / 1.4
dfxtp_1: 24 / 30
ha_1: 14 / 11
inv_1: 10 / 2.4
mux2i_1: 6 / 3.8
nand2_1: 12 / 2.8
nand3_1: 7 / 2.2
nand3b_1: 3 / 1.4
nand4_1: 3 / 1.2
nand4b_1: 2 / 1.1
nor2_1: 20 / 4.7
nor3_1: 5 / 1.6
o21a_1: 5 / 2.4
o21ai_0: 12 / 3.8
or3_1: 3 / 1.2
xor2_1: 2 / 1.1
-- layer usage --
| layer | vias up | part of all wire, % | track usage, % |
|---|---|---|---|
| met3 | 2 | 7.6 | 2.51 |
| met4 | 0 | 0.68 | 0.696 |
| li1 | 730 | - | - |
| met2 | 24 | 43 | 9.64 |
| met5 | - | 0 | 0 |
| met1 | 652 | 48 | 8.67 |
-- state kept, by name, summed over array words and instances, names as in the netlist --
| name | count |
|---|---|
| hour_hand.hh | 8 |
| minute_hand.ss | 8 |
| second_hand.ss | 8 |
-- worst paths after layout --
check / cells past startpoint / to / startpoint
setup / recovery: 7 / hh[5] / hour_hand.hh[5]$_SDFFE_PP0P_
hold reg to reg: 2 / second_hand.ss[7]$_SDFFE_PP0P_ / second_hand.ss[7]$_SDFFE_PP0P_
setup reg to reg: 5 / hour_hand.hh[2]$_SDFFE_PP0P_ / second_hand.ss[0]$_SDFFE_PP0P_
hold / removal: 2 / second_hand.ss[7]$_SDFFE_PP0P_ / second_hand.ss[7]$_SDFFE_PP0P_
-- logic make-up after synthesis --
| group | count (synthesis) | synth area share, % |
|---|---|---|
| xor+xnor | 3 | 1.65 |
| flops | 24 | 30.2 |
| compound gates | 45 | 17.2 |
| simple gates | 73 | 27.6 |
| fa+ha+maj | 14 | 11.0 |
| mux | 7 | 4.72 |
| buf+inv | 24 | 7.63 |
-- repair_timing --
action / in CTS / in global routing
gates resized: 4 / 13
cloned: 0 / 0
setup endpoints to repair: 4 / 5
buffers inserted: 2 / 2
pin swaps: 0 / 1
-- critical path, cell delays in order, from the launching register on --
cell             delay (ns)
dfxtp_4                0.37
inv_1                  0.06
ha_2                   0.17
and3_4                 0.19
buf_4                  0.14
buf_4                  0.13
nor3_2                 0.15
clkdlybuf4s50_1        0.48
-- metrics by stage --
step	hold WS [ns]	util, %	setup WS [ns]	std cells
detailed placement	0.508	28.3	0.0851	304
CTS	0.530	29.7	0.0158	310
global route	0.562	30.3	0.00193	312
finish	0.525	30.3	0.129	312
global placement	0.498	28.3	0.136	304
floorplan	0.458	-	0.760	190
-- power breakdown --
group | switching (mW) | internal (mW) | total (mW)
Combinational | 0.0125 | 0.0136 | 0.0261
Sequential | 0.00399 | 0.368 | 0.372
Clock | 0.119 | 0.206 | 0.325
Total | 0.135 | 0.587 | 0.723
Power figures rest on the tool's default switching activity, not on a simulated workload.
